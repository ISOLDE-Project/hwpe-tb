`/design/flow/config.mk`:
```
export PLATFORM = sky130hd
export DESIGN_NAME = latch
export DESIGN_NICKNAME = latch
export VERILOG_FILES = /design/flow/design.v
export SDC_FILE = /design/flow/constraint.sdc
export NUM_CORES = 4
export LEC_CHECK = 1
export CORE_AREA = 10 10 109 109
export DIE_AREA = 0 0 119 119
```
`/design/flow/constraint.sdc`:
```
current_design latch

set clk_period 2.8
set clk_io_pct 0.2

create_clock -name clk0 -period $clk_period [get_ports {ap_clk}]

set non_clock_inputs [all_inputs -no_clocks]
set_input_delay [expr $clk_period * $clk_io_pct] -clock clk0 $non_clock_inputs
set_output_delay [expr $clk_period * $clk_io_pct] -clock clk0 [all_outputs]
```
`/design/flow/design.v`:
```
`timescale 1ns / 100ps
module latch (
    input bit ap_clk,
    input bit ap_rst_n,
    input bit latch,
    input bit out_ack,
    input logic [31:0] data_in,
    output bit out_vld,
    output logic [31:0] data_out
);
  logic [31:0] reg_data;
  bit          reg_out_vld;
  always @(posedge ap_clk) begin
    if (!ap_rst_n) begin
      reg_data = 0;
      reg_out_vld = 0;
    end else begin
      if (reg_out_vld) begin
        if (out_ack) begin
          reg_out_vld = 0;
        end
      end else begin
        if (latch) begin
          reg_data = data_in;
          reg_out_vld = 1;
        end
      end
    end
  end
  assign data_out = reg_data;
  assign out_vld  = reg_out_vld;
endmodule
```
`/design/flow/run.sh`:
```
#!/bin/bash
# OpenROAD 26Q1-2900-gdf79404cd8, Yosys 0.63+post, stock flow scripts
make -C /OpenROAD-flow-scripts/flow DESIGN_CONFIG=/design/flow/config.mk WORK_HOME=/design/flow/orfs finish
```
==> summary.txt <==
impl run done, here's what came out: Simple-Gate Fraction of Synth Area 0.187, RSZ-0062 raised after global routing no, Async SR Flop Fraction 0, DRC Markers 0, TritonCTS Sinks 33, ranking of synthesized cells by area dfxtp_1, mux2i_1, nand2_1, buf_12, buf_2, CP max stage cell clkdlybuf4s50_1, hold depth 2, CP Depth 1, Post-DP Area 2110 µm², FF-to-FF path depth 3, Synth Area in XOR/XNOR 0, count of final max-slew check failures 0, crit end category output port, Synth Area in Adders 0, Vias/cell 3.28, CP Launch Type flip-flop, Final Hold Viols 0, drt first pass iters 4, CP Class reg -> out, core area 9640 µm², post-layout period usage 0.624, crit path cell chain clkdlybuf4s50_1, clock buffer depth 2, Pwr Total 1.06 mW, slew at the pin with the worst max-slew slack 604 ps, clock tree from TritonCTS yes, Initial DRC Count 27, synth warn 1, share of cells above drive strength 1 0.0524, OpenROAD warning count 25, vias 1125, Num CTS Buffers 5, cell area after synthesis 1350 µm², first-pass GRT wire length 5790 µm, Die ar. 14200 µm², Routed WL per cell 10.3 µm, cell type with the largest total area dfxtp_1, Worst Path Required 2240 ps, number of cells in Yosys stat 143, mux frac, synth 0.237, area grow syn2layout 62.8%, total gr overflow 0, hold buffers post-CTS 0, Post-Synthesis Cells 143, CTS root buf clkbuf_8, Critical Path Max Stage Delay 500 ps, post-CTS setup buffer count 0, Logic family by area multiplexers, relative slew slack 0.597, ys flops 33, # diodes 0, LEAKAGE 0.858 nW, crit path time final 1750 ps, Top-area cell share 0.489, ANT nets after route 0, final wirelength 3540 µm, HPWL Detailed 2660 µm, post-synthesis area per instance 9.45 µm², clock transition at the registers of the reported paths 70 ps, Cell Type Count 10, Tightest Hold Check Type reg -> reg, die width 119 µm, clock latency on the worst-skew pair 280 ps, sequential fraction of the synthesis area 0.489, CP Buf/Inv Count 1, count of library flops with an enable pin 0, vias in the first global route 1150, Placement Setup Slack 991 ps, Crit path max-delay family buffers and inverters, H-tree levels 2, Most common reg cell dfxtp_1, DIE HEIGHT 119 µm, Resize count post-CTS 0, Setup Viol. Count Final 0, CP arrival 1190 ps, synth cell count leaders nand2_1, dfxtp_1, mux2i_1, buf_2, buf_12, Site Rows 36, clk_skew 4.75 ps, fin area 2200 µm², final worst setup slack 1050 ps, fp util 0.140, Yosys Chip Area 1350 µm², most numerous cell in the Yosys netlist nand2_1, # port buffers 68, GPL Wtd Cong 0.684, Max Freq 0.573 GHz, worst-path maximum fanout 4, largest net degree at the start of global routing 66, cell area power density 484 nW/µm², # IOs 69, max-capacitance violation count 0, ao+oa area frac 0.00741, Total GRT Usage 0.0488, outcome finished clean, initial antenna violation count 0, setup total negative slack 0 ps, Hold WS 455 ps, peak supply drop 0.159 mV
cell type report:
type                       instances  area, µm²
clock buffer                       7       86.3
fill                            1080       7440
multi-input combinational         99        588
sequential                        33        661
tap                              133        166
timing repair buffer              71        698
state kept, by name (all words and copies together) (netlist names):
register,flops
reg_data,32
reg_out_vld,1
power breakdown:
part / switching, mW / total, mW / internal, mW
clock: 0.165 / 0.360 / 0.195
sequential: 0.0168 / 0.519 / 0.502
combinational: 0.0584 / 0.185 / 0.127
total: 0.240 / 1.06 / 0.824
cell families (layout without fill, tap and decap cells):
group / count (synthesis) / count (layout)
and+or+nand+nor: 66 / 66
AOI/OAI and AO/OA: 1 / 1
buffers and inverters: 11 / 78
DFF: 33 / 33
muxes: 32 / 32
per-stage QoR:
stage	cells	utilization
2_1_floorplan	143	-
3_3_place_gp	336	0.219
3_5_place_dp	336	0.219
4_1_cts	343	0.228
5_1_grt	343	0.228
6_report	343	0.228
metal layers:
metal / global-route usage / vias up / wire length, µm
li1: - / 588 / -
met5: 0 / - / 0
met2: 0.0778 / 45 / 1560
met3: 0.0221 / 8 / 282
met4: 0.00611 / 0 / 47
met1: 0.0613 / 484 / 1650
placed cells by master, fill, tap and decap left out, drive strengths merged:
cell type	instances
buf	4
clkbuf	7
clkdlybuf4s50	67
dfxtp	33
mux2i	32
nand2	65
nor2b	1
o211a	1
final timing paths:
path / start / slack (ps) / endpoint
min: reg_data[20] / 460 / reg_data[20]
max reg2reg: reg_out_vld / 1740 / reg_data[14]
min reg2reg: reg_data[20] / 460 / reg_data[20]
max: reg_out_vld / 1050 / out_vld
Power is estimated from default activity; no workload was simulated.
